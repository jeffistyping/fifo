==> design/flow/design.v <==
module fifo #(
    parameter integer ADDR_WIDTH         = 1                ,
    parameter integer DATA_WIDTH         = 1                ,
    parameter integer FIFO_DEPTH         = (1 << ADDR_WIDTH),  
    parameter integer INITIAL_FIFO_LEVEL = 0                ,  
    parameter logic   [DATA_WIDTH-1:0] INITIAL_DATA [0:2**ADDR_WIDTH-1] = '{(2**ADDR_WIDTH){'0}}  
) (
    input                   clk     ,
    input                   reset   ,
    input                   write_en,
    input                   read_en ,
    input  [DATA_WIDTH-1:0] din     ,
    output                  empty   ,
    output                  full    ,
    output [DATA_WIDTH-1:0] dout    ,
    output [ADDR_WIDTH+1:0] level
);
    logic [DATA_WIDTH-1:0]       fifo_storage [0:2**ADDR_WIDTH-1];
    logic [ADDR_WIDTH-1:0]       write_pointer;
    logic [ADDR_WIDTH-1:0]       read_pointer;
    logic [ADDR_WIDTH:0]         fifo_level;
    assign full = (fifo_level == (FIFO_DEPTH));
    assign empty = (fifo_level == 0+read_en);
    assign level = fifo_level;
    assign dout = fifo_storage[read_pointer+read_en];   
    always_ff @ (posedge clk) begin 
        if (reset) begin
            write_pointer <= ((INITIAL_FIFO_LEVEL == FIFO_DEPTH) || (INITIAL_FIFO_LEVEL == 0)) ? 0 : INITIAL_FIFO_LEVEL + 1;  
            read_pointer <= 0;
        end else begin
            if (write_en && !full) begin
                if (write_pointer == FIFO_DEPTH-1) begin
                    write_pointer <= 0;
                end else begin
                    write_pointer <= write_pointer + 1;
                end
            end
            if (read_en && !empty) begin
                if (read_pointer == FIFO_DEPTH-1) begin
                    read_pointer <= 0;
                end else begin
                    read_pointer <= read_pointer + 1;
                end
            end
        end
    end
    always_ff @ (posedge clk) begin
        if (reset) begin
            fifo_storage <= INITIAL_DATA;
        end else begin
            if (write_en && !full) begin
                fifo_storage[write_pointer] <= din;
            end
        end
    end
    always_ff @ (posedge clk) begin
        if (reset) begin
            fifo_level <= INITIAL_FIFO_LEVEL;
        end else begin
            if ((read_en) && !(write_en) && (fifo_level != 0)) begin  
                fifo_level <= fifo_level - 1;
                fifo_level <= fifo_level - 1;
            end else if ((write_en) && !(read_en) && (fifo_level != FIFO_DEPTH)) begin  
                fifo_level <= fifo_level + 1;
            end
      end
    end 
endmodule
==> design/flow/run.sh <==
#!/bin/bash
# OpenROAD 26Q1-2900-gdf79404cd8, Yosys 0.63+post, stock flow scripts
make -C /OpenROAD-flow-scripts/flow DESIGN_CONFIG=/design/flow/config.mk WORK_HOME=/design/flow/orfs finish
==> design/flow/config.mk <==
export PLATFORM = sky130hd
export DESIGN_NAME = fifo
export DESIGN_NICKNAME = fifo
export VERILOG_FILES = /design/flow/design.v
export SDC_FILE = /design/flow/constraint.sdc
export NUM_CORES = 4
export LEC_CHECK = 1
export CORE_AREA = 10 10 70 70
export DIE_AREA = 0 0 80 80
export SYNTH_HDL_FRONTEND = slang
==> design/flow/constraint.sdc <==
current_design fifo

set clk_period 1.5
set clk_io_pct 0.2

create_clock -name clk0 -period $clk_period [get_ports {clk}]

set non_clock_inputs [all_inputs -no_clocks]
set_input_delay [expr $clk_period * $clk_io_pct] -clock clk0 $non_clock_inputs
set_output_delay [expr $clk_period * $clk_io_pct] -clock clk0 [all_outputs]
==> results.py <==
# Flow results
metrics = {
    "logic_synthesis": {
        "yosys_area_um2": 345,
        "yosys-mux-area-fraction_pct": 9.06,
        "topCellsByArea": "dfxtp_1 (35%), a21oi_1 (5.8%), mux2i_1 (5.8%), nand2b_1 (5.4%), nor2b_1 (5.4%)",
        "synth-edff-count": 0,
        "top_area_share_pct": 34.8,
        "synth.avg_cell_area_um2": 8.42,
        "synth.largest_area_cell": "dfxtp_1",
        "synthArstFlopShare_pct": 0,
        "synth-simple-area-share_pct": 29.7,
        "xor_share_pct": 5.07,
        "synth_cells": 41,
        "syn_area_um2": 345,
        "ys_sh_adder_pct": 0,
        "yosysUniqueCellTypes": 23,
        "yosys_most_used_dff": "dfxtp_1",
        "yosys-stat-cells": 41,
        "yosysWarnings": 0,
        "compound_area_share_pct": 14.5,
        "topCombFamilyByArea": "simple AND/OR/NAND/NOR gates",
        "numSynthFlops": 6,
        "ys_seq_share_pct": 34.8,
    },
    "sta": {
        "slew_viol_final": 0,
        "fin_skew_ns": 0.000986,
        "fmax_ghz": 0.693,
        "fin_crit_sh_pct": 96.2,
        "fin_crit_ns": 1.44,
        "rsz0062_at_grt": "yes",
        "setup_viol": 0,
        "fin_ws_ns": 0.0567,
        "hold_viol": 0,
    },
    "flow_run": {
        "warnings": 26,
        "drv_cap": 0,
    },
    "floorplanning": {
        "chip_area_um2": 6400,
        "die_w_um": 80,
        "die_h_um": 80,
        "fp.coreArea_um2": 3420,
        "rows": 21,
        "ioPinCount": 11,
        "initial_core_util_pct": 10.1,
    },
    "grt": {
        "grt_pass1_vias": 336,
        "grt_overflow": 0,
        "grt_max_degree": 9,
        "grt_usage_pct": 2.83,
        "antenna_found_initial": 0,
        "grt_first_pass_wirelength_mm": 1.43,
    },
    "critical_path": {
        "worst-r2r-setup-slack_ns": 0.48,
        "worstReg2RegEnd": "read_pointer",
        "start_kind": "register",
        "cp_data_arrival_time_ns": 1.14,
        "r2r_cells": 3,
        "critPathMaxFanout": 2,
        "timing.rr.start": "read_pointer",
        "crit_end": "dout",
        "crit_start": "read_pointer",
        "worstSetupPathType": "register to primary output",
        "critPathCaptureType": "primary output",
        "cp.required_ns": 1.20,
    },
    "cells_and_area": {
        "drive_gt1_share_pct": 27.8,
        "n_fill_cell": 399,
        "layout_top_cells": "a21oi_1 (4), clkdlybuf4s50_1 (4)",
        "area_growth_pct": 58.0,
        "final_cells": 100,
    },
    "cts": {
        "htree_levels": 1,
        "clk_pin_slew_ns": 0.05,
        "cts_tree": "built",
        "clockRootBuffer": "clkbuf_4",
        "clock-sinks": 6,
        "cts_buffers": 3,
        "worstSkewPairLatency_ns": 0.24,
        "cts-root-to-sink-buffers": 2,
        "ctsHoldBuffers": 0,
    },
    "outcome": {
        "status": "completed",
    },
    "placed_design": {
        "io_buffers": 9,
        "globalplace.congestion": 0.730,
        "dp_cells": 97,
        "dpl_worst_slack_ns": -0.531,
        "dp_hpwl_um": 624,
    },
    "power_and_ir_drop": {
        "power.density_nw_per_um2": 762,
        "leakage_uw": 0.000228,
        "irDropWorstVdd_mv": 0.337,
    },
    "drt": {
        "route.detailed.drc": 0,
        "antennaDiodeCount": 0,
        "via_count": 301,
        "drt_pass1_iterations": 2,
        "wl_per_cell_um": 8.01,
        "viasPerCell": 3.01,
        "totalWireLength_um": 801,
        "postRouteAntennaNets": 0,
        "drt_iter0_markers": 11,
    },
    "hold_path": {
        "hold_class": "register to register",
    },
}
-- where the power goes --
group / leakage (µW) / total [µW] / internal (µW) / switching, µW
combinational: 0.000163 / 83.6 / 53.3 / 30.2
sequential: 0.0000508 / 181 / 171 / 10.6
clock: 0.0000138 / 151 / 90.6 / 60.1
-- cells in the mapped netlist, types with 2 or more instances --
cell and n:
nor2b_1 3, inv_1 2, o21ai_0 3, dfxtp_1 6, a21oi_1 4, a211oi_1 2, nand2_1 2, nand2b_1 3
mux2i_1 2
-- per-stage QoR --
stage	cell area (µm²)	hold WS [ns]	setup TNS, ns	total power, µW	utilization [%]
global route	546	0.522	-0.00420	445	16.0
global placement	503	0.470	-1.07	264	14.7
finish	546	0.481	0	416	16.0
detailed placement	503	0.468	-1.18	266	14.7
floorplan	345	0.369	0	224	-
CTS	543	0.484	0	423	15.9
-- registers in the layout, summed over array words and instances (netlist names) --
name	flops
read_pointer	1
fifo_level	2
fifo_storage	2
write_pointer	1
-- logic make-up (layout without fill, tap and decap cells) --
| logic type | count (synthesis) | in the layout |
|---|---|---|
| AND-OR/OR-AND | 9 | 9 |
| XOR/XNOR | 2 | 2 |
| buffers and inverters | 4 | 17 |
| flip-flops | 6 | 6 |
| multiplexers | 3 | 3 |
| other | 1 | 1 |
| AND/OR/NAND/NOR | 16 | 16 |
-- worst max-delay path, stage by stage (launching register included) --
cell	delay (ns)
dfxtp_2	0.33
xnor2_2	0.15
mux2_4	0.31
buf_2	0.11
-- layer usage --
layer / vias up / track usage, % / wire, µm
li1: 162 / - / -
met1: 127 / 3.61 / 422
met2: 12 / 3.61 / 277
met3: 0 / 2.39 / 101
met4: 0 / 0.352 / 0
met5: - / 0 / 0
-- layout make-up --
class                      count  area, µm²  share of cell area, %
timing repair buffer          12        110                   20.2
tap                           46       57.6                   10.6
multi-input combinational     31        221                   40.6
clock buffer                   3       22.5                   4.13
sequential                     6        126                   23.2
inverter                       2       7.51                   1.38
-- worst min-delay path by stage --
| stage | startpoint | end | slack, ns | depth (start not counted) |
|---|---|---|---|---|
| 5_1_grt | fifo_storage[1] | fifo_storage[1] | 0.52 | 2 |
| 4_1_cts | fifo_storage[1] | fifo_storage[1] | 0.48 | 2 |
| 6_report | fifo_storage[0] | fifo_storage[0] | 0.48 | 2 |
-- repair_timing --
action	CTS	global route
resized	18	1
endpoints found under the hold margin	0	0
pin swaps	2	0
setup endpoints to repair	5	2
buffers inserted	1	0
Power is estimated from default activity; no workload was simulated.
